--- flow/run.sh ---
#!/bin/bash
# OpenROAD 26Q1-2900-gdf79404cd8, Yosys 0.63+post, stock flow scripts
make -C /OpenROAD-flow-scripts/flow DESIGN_CONFIG=/design/flow/config.mk WORK_HOME=/design/flow/orfs finish
--- flow/config.mk ---
export PLATFORM = sky130hd
export DESIGN_NAME = Slave_sclk
export DESIGN_NICKNAME = Slave_sclk
export VERILOG_FILES = /design/flow/design.v
export SDC_FILE = /design/flow/constraint.sdc
export NUM_CORES = 4
export LEC_CHECK = 1
export CORE_AREA = 10 10 70 70
export DIE_AREA = 0 0 80 80
--- flow/constraint.sdc ---
current_design Slave_sclk

set clk_period 1.4
set clk_io_pct 0.2

create_clock -name clk0 -period $clk_period [get_ports {SCLK}]

set non_clock_inputs [all_inputs -no_clocks]
set_input_delay [expr $clk_period * $clk_io_pct] -clock clk0 $non_clock_inputs
set_output_delay [expr $clk_period * $clk_io_pct] -clock clk0 [all_outputs]
--- flow/design.v ---
module  Master_pclk(
    input  PCLK,
    input  RESETn_pclk, 
    input  [2:0]CMD,
    input  [9:0]ADDR,
    input  [9:0]WDATA,
    input  ABORT,
    input  [9:0]RDATA_sclk,
    output reg READY_pclk,
    output reg [9:0]RDATA_pclk,      
    output reg RESP_pclk,
    output reg [2:0]CMD_REG_pclk,
    output reg [9:0]ADDR_REG_pclk,
    output reg [9:0]WDATA_REG_pclk,
    output reg ABORT_REG_pclk,
    output reg req_pclk, ack_pclk,   
    input  req_sclk, ack_sclk
);
parameter IDLE = 3'd0, READ = 3'd1, WRITE = 3'd2, ROW_WRITE = 3'd3, 
          ERASE = 3'd4, MASS_ERASE = 3'd5;
reg [2:0]CMD_pclk;  
reg data_transfer_pclk;          
reg [2:0]state, n_state;
reg ack_sample1_pclk, ack_sample2_pclk, ack_sample3_pclk;
reg ack_sample_pulse_pclk;
always @(*) begin
	ack_sample_pulse_pclk = ack_sample3_pclk && ~ack_sample2_pclk;
end
always @(posedge PCLK) begin
    if (~RESETn_pclk) begin
        CMD_REG_pclk <= IDLE;   
        READY_pclk <= 1'b1;
        req_pclk <= 1'b0;
        ack_pclk <= 1'b0;
    end
    else begin
        if (READY_pclk) begin
            if (CMD_pclk != IDLE) begin
            	req_pclk <= 1'b1;
            	READY_pclk <= 1'b0;
            	CMD_REG_pclk <= CMD_pclk;   
            end
            else begin
            	req_pclk <= 1'b0;
            	READY_pclk <= 1'b1;
            	CMD_REG_pclk <= CMD_REG_pclk;   
            end
        end
        else if (ack_sample_pulse_pclk && ~READY_pclk) begin
 						READY_pclk <= 1'b1;
        end
        else begin
            CMD_REG_pclk <= CMD_REG_pclk; 
            READY_pclk <= READY_pclk;
        end
        if (req_pclk && ack_sample2_pclk) begin
        	req_pclk <= 1'b0;
        end
    end
end
always @(posedge PCLK) begin    
	if (~RESETn_pclk) begin
		CMD_pclk <= 0;
    ack_sample1_pclk <= 0;
    ack_sample2_pclk <= 0;
	end
	else begin
		CMD_pclk <= CMD;
    ack_sample1_pclk <= ack_sclk;
    ack_sample2_pclk <= ack_sample1_pclk;
    ack_sample3_pclk <= ack_sample2_pclk;
	end
end
endmodule
module  Slave_sclk(
    input  SCLK,
    input RESETn_sclk,
    input  [2:0]CMD_REG_pclk,
    input  [9:0]ADDR_REG_pclk,
    input  [9:0]WDATA_REG_pclk,
    input  ABORT_REG_pclk,
    output reg [9:0]RDATA_sclk,
    output reg req_sclk, ack_sclk,    
    input  req_pclk, ack_pclk  
);
parameter IDLE = 3'd0, READ = 3'd1, WRITE = 3'd2, ROW_WRITE = 3'd3, 
          ERASE = 3'd4, MASS_ERASE = 3'd5;
reg req_sample1_sclk, req_sample2_sclk , req_sample3_sclk;
reg data_transfer_sclk;
reg busy_sclk;
reg [3:0]busy_cnt_sclk;
reg req_sample_pulse_sclk;
reg [2 :0] CMD_REG_sclk, ADDR_REG_sclk, WDATA_REG_sclk;
always @(*) begin
	req_sample_pulse_sclk = req_sample2_sclk && ~req_sample3_sclk;
end
always @(posedge SCLK) begin    
	if (~RESETn_sclk) begin
		ack_sclk <= 0;
		data_transfer_sclk <= 0;
		CMD_REG_sclk <= IDLE;
		busy_sclk <= 0;
		busy_cnt_sclk <= 0;
	end
	else begin		
			if (req_sample_pulse_sclk) begin
				data_transfer_sclk <= 1'b1;
				CMD_REG_sclk <= CMD_REG_pclk;
				busy_sclk <= 1'b1;
			end
			if (data_transfer_sclk) begin
				data_transfer_sclk <= 0;
			end
			if (busy_cnt_sclk == 2) begin    
				busy_cnt_sclk <= 0;
				busy_sclk <= 1'b0;
				ack_sclk <= 1'b1;
			end
			else if (busy_sclk) begin
				busy_cnt_sclk <= busy_cnt_sclk + 1;
				busy_sclk <= 1'b1;
				ack_sclk <= 1'b0;
			end
			if (ack_sclk == 1 && ~req_sample2_sclk) begin
				ack_sclk <= 1'b0;
			end
	end
end
always @(posedge SCLK) begin
	if (~RESETn_sclk) begin
		req_sample1_sclk <= 0;
		req_sample2_sclk <= 0;
		req_sample3_sclk <= 0;
	end
	else begin
		req_sample1_sclk <= req_pclk;
		req_sample2_sclk <= req_sample1_sclk;
		req_sample3_sclk <= req_sample2_sclk;    
	end
end
endmodule
==> flow_summary_export.csv <==
group,metric,value,unit
outcome,status,"finished, final reports clean",
synthesis,synth_top_cell_by_area,"dfxtp_1",
critical_path,path_class,"flip-flop to output pin",
power_and_ir_drop,p_total,521.0,uW
clocking,clk_path_buf_depth,2,
power_and_ir_drop,internal_power,404.6,uW
final_timing,setup_violations,0,
floorplanning,fp-row-count,21,
synthesis,area_leaders,"dfxtp_1, buf_4, ha_1",
final_timing,grt_setup_unrepaired,"false",
detailed_routing,first_iter_violations,5,
power_and_ir_drop,swShare,22.34,%
flow_run,tool_warnings,51,
detailed_routing,drc,0,
critical_path,slowest_stage,"clkdlybuf4s50_1",
layout,final_core_util,15.86,%
synthesis,synth_stat.cells,47,
synthesis,yosysSeqAreaShare,38.40,%
layout,drive_gt1_share,16.98,%
layout,layout.cells.non_filler,99,
detailed_routing,routed_via_density,2.798,
grt,grt_max_degree,9,
synthesis,yosysTopAreaCellShare,38.40,%
final_timing,hold_viol,0,
grt,grt_overflow_total,0,
grt,grt_pass1_vias,264,
layout,lay_top_count,"conb_1",
detailed_routing,final_antenna_net_count,0,
synthesis,synth_cell_type_count,23,
floorplanning,pin_count,40,
final_timing,finalSetupTns,0,ns
final_timing,fin_crit_sh,95.39,%
grt,grt_pass1_wl,1.104,mm
layout,area_delta_synth_final,15.47,%
clocking,worst_skew_pair.late_latency,0.25,ns
synthesis,syn_area,469.2,um2
critical_path,startpoint_type,"flip-flop",
detailed_routing,totalWireLength,726,um
layout,design_area,541.8,um2
layout,final_layout_top_logic_cells,"conb_1, dfxtp_1",
critical_path,path_delay_family,"buffers and inverters",
detailed_routing,antenna_cells,0,
grt,grtUsageTotal,2.138,%
clocking,clk_pin_slew_worst_paths,0.06,ns
placed_design,placed_cell_area,514.2,um2
power_and_ir_drop,p_seq_share,53.7,%
synthesis,ys_ff,9,
synthesis,synth_warnings,12,
detailed_routing,vias,277,
clocking,cts.htree.levels,1,
floorplanning,initial_core_util,13.74,%
critical_path,cp_num_buf_inv,1,
critical_path,worstPathArrival,1.06,ns
final_timing,fmax,748.8,MHz
final_timing,finalClockSkew,0.001497,ns
floorplanning,design.core.area,3416,um2
floorplanning,die_w,80,um
synthesis,synth.avg_cell_area,9.983,um2
placed_design,io_buffers,3,
clocking,cts_buffers,3,
placed_design,dp.cells,95,
power_and_ir_drop,combPwrFrac,9.1,%
clocking,cts_sinks,9,
clocking,cts_setup_buffers,0,
critical_path,cp_slowest_stage_delay,0.47,ns
clocking,cts-root-buf,"clkbuf_4",
critical_path,worst_ep_required_time,1.12,ns
critical_path,path_cells,"clkdlybuf4s50_1",
grt,grt_antenna_before_repair,0,
critical_path,critPathMaxFanout,3,
floorplanning,die_h,80,um
power_and_ir_drop,power.leakage,0.2123,nW
synthesis,yosys_area,469.2,um2
final_timing,drv_slew,0,
hold_path,min_path_type,"flip-flop to flip-flop",
floorplanning,die_area,6400,um2
clocking,cts_tree,"done",
synthesis,synthCells,47,
flow_run,maxCapViolCount,0,
detailed_routing,dr.pass1.iters,2,
final_timing,period_minus_slack,1.335,ns
placed_design,place_congestion,0.7072,
power_and_ir_drop,power_switching,116.4,uW
critical_path,crit_path_end_kind,"output pin",
detailed_routing,detail_route.wl_per_cell,7.333,um
power_and_ir_drop,power.density,961.6,nW/um2
power_and_ir_drop,power_frac_clock,37.2,%
power_and_ir_drop,ir_drop,0.6132,mV
-- area by class of cell --
| cell class | instances | area, um2 |
|---|---|---|
| Inverter | 4 | 15.01 |
| Clock buffer | 4 | 26.28 |
| Fill cell | 402 | 2874 |
| Multi-Input combinational cell | 32 | 224.0 |
| Sequential cell | 9 | 181.4 |
| Timing Repair Buffer | 4 | 37.54 |
| Tap cell | 46 | 57.56 |
-- cells by family (layout without fill, tap and decap cells) --
family,after synthesis,count (layout),synth area share (%)
flops,9,9,38.40
fa+ha+maj,2,2,5.332
compound gates,5,5,12.00
mux,1,1,2.133
xor+xnor,1,1,1.867
buf+inv,16,12,21.86
simple gates,12,12,17.60
other cells,1,11,0.7992
-- layer usage --
layer	wire length (um)	global-route usage, %
met1	379	2.955
met2	307	2.648
met3	38	1.591
met4	0	0.1761
met5	0	0
-- cell usage after synthesis --
cell,count
buf_4,11
dfxtp_1,9
and2_1,3
inv_1,3
ha_1,2
nand2b_1,2
a2111oi_2,1
a211oi_1,1
a211oi_2,1
a21bo_1,1
buf_2,1
conb_1,1
inv_2,1
mux2i_1,1
nand2_1,1
nand3b_1,1
nand4_1,1
nor2_1,1
nor2b_1,1
nor3_1,1
nor3b_4,1
o221a_1,1
xnor2_1,1
-- flip-flops by register name, summed over array words and instances (netlist names) --
register and flops:
busy_cnt_sclk 4, req_sample1_sclk 1, ack_sclk 1, req_sample3_sclk 1, busy_sclk 1, req_sample2_sclk 1
-- path summary, 6_finish.rpt --
check / from / to / slack (ns) / depth (start not counted)
worst min register to register: req_sample1_sclk / req_sample2_sclk / 0.44 / 1
worst max register to register: busy_cnt_sclk[0] / busy_cnt_sclk[1] / 0.22 / 3
worst min-delay path: req_sample1_sclk / req_sample2_sclk / 0.44 / 1
worst max-delay path: ack_sclk / ack_sclk / 0.06 / 1
-- timing repair --
item                       in CTS  in global routing
gates resized                   0                  1
hold endpoints to repair        0                  0
hold buffers                    0                  0
setup endpoints to repair       0                  1
-- through the flow --
stage          hold slack [ns]  worst slack, ns
2_1_floorplan           0.4017           0.2773
3_3_place_gp            0.4151           0.1460
3_5_place_dp            0.4243           0.1346
4_1_cts                 0.4386          0.01052
5_1_grt                 0.4436          0.02513
6_report                0.4352          0.06450
-- power groups by stage --
stage | clock network (mW) | logic (mW) | registers, mW
6_report | 0.194 | 0.0474 | 0.280
4_1_cts | 0.201 | 0.0492 | 0.279
5_1_grt | 0.221 | 0.0534 | 0.281
Power is estimated from default activity; no workload was simulated.
